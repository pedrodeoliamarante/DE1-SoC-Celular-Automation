==> ./design.v <==
module doubleCounterDisplay(
  input logic clk,
  input logic reset,
  input logic count,
  input logic deCount,
  output logic [6:0] out1,
  output logic [6:0] out2,
  output logic [3:0] counterValue
);
 four_bit_counter counter(.clk(clk), .reset(reset), .count(count), .deCount(deCount), .out(counterValue));
 logic [6:0] fOut1;
 logic [6:0] fOut2;
always_comb begin
  case(counterValue)
   4'b0000: begin
    fOut1 =  ~7'b0111111;
    fOut2 =  ~7'b0111111;
   end
   4'b0001: begin
    fOut1 = ~7'b0111111;
    fOut2 =  ~7'b0000110;
   end
   4'b0010: begin
    fOut1 =  ~7'b0111111;
    fOut2 =  ~7'b1011011;
   end
   4'b0011: begin
    fOut1 = ~7'b0111111;
    fOut2 =  ~7'b1001111;
   end
   4'b0100: begin
    fOut1 =  ~7'b0111111;
    fOut2 =  ~7'b1100110;
   end
   4'b0101: begin
    fOut1 = ~7'b0111111;
    fOut2 =  ~7'b1101101;
   end
   4'b0110: begin
    fOut1 =  ~7'b0111111;
    fOut2 =  ~7'b1111101;
   end
   4'b0111: begin
    fOut1 = ~7'b0111111;
    fOut2 =  ~7'b0000111;
   end
   4'b1000: begin
    fOut1 = ~7'b0111111;
    fOut2 =  ~7'b1111111;
   end
   4'b1001: begin
    fOut1 = ~7'b0111111;
    fOut2 =  ~7'b1101111;
   end
   4'b1010: begin
    fOut1 = ~7'b0000110;
    fOut2 =  ~7'b0111111;
   end
   4'b1011: begin
    fOut1 = ~7'b0000110;
    fOut2 =  ~7'b0000110;
   end
   4'b1100: begin
    fOut1 = ~7'b0000110;
    fOut2 =  ~7'b1011011;
   end
   4'b1101: begin
    fOut1 = ~7'b0000110;
    fOut2 =  ~7'b1001111;
   end
   4'b1110: begin
    fOut1 = ~7'b0000110;
    fOut2 =  ~7'b1100110;
   end
   4'b1111: begin
    fOut1 = ~7'b0000110;
    fOut2 =  ~7'b1101101;
   end
  endcase
end
always_ff @(posedge clk) begin
		 if(reset) begin
      out1 <= ~7'b0111111;
      out2 <= ~7'b0111111;
     end
     else begin
      out1 <= fOut1;
      out2 <= fOut2;
     end
	  end
endmodule  
module four_bit_counter (
  input logic clk,
  input logic count,
  input logic deCount,
  input logic reset,
  output logic [3:0] out
);
 logic [3:0] fOut;
  always_comb begin
    if (count) begin
	   if (out == 4'b1111) fOut = 4'b0000;
	   else fOut = out + 1'b1;
	  end
	 else if(deCount) begin
     if (out == 4'b0000) fOut = 4'b1111;
	   else fOut = out - 1'b1;
   end
   else
    fOut = out;
  end
  always_ff @(posedge clk) begin
    if (reset)
      out <= 1'b0;
    else if (count | deCount)
      out <= fOut;
  end
endmodule
==> ./run.sh <==
#!/bin/bash
# OpenROAD 26Q1-2900-gdf79404cd8, Yosys 0.63+post, stock flow scripts
make -C /OpenROAD-flow-scripts/flow DESIGN_CONFIG=/design/flow/config.mk WORK_HOME=/design/flow/orfs finish
==> ./config.mk <==
export PLATFORM = sky130hd
export DESIGN_NAME = doubleCounterDisplay
export DESIGN_NICKNAME = doubleCounterDisplay
export VERILOG_FILES = /design/flow/design.v
export SDC_FILE = /design/flow/constraint.sdc
export NUM_CORES = 4
export LEC_CHECK = 1
export CORE_AREA = 10 10 71 71
export DIE_AREA = 0 0 81 81
==> ./constraint.sdc <==
current_design doubleCounterDisplay

set clk_period 2.4
set clk_io_pct 0.2

create_clock -name clk0 -period $clk_period [get_ports {clk}]

set non_clock_inputs [all_inputs -no_clocks]
set_input_delay [expr $clk_period * $clk_io_pct] -clock clk0 $non_clock_inputs
set_output_delay [expr $clk_period * $clk_io_pct] -clock clk0 [all_outputs]
==> impl_metrics.py <==
# Auto-generated metrics
metrics = {
    "run_status": {
        "status": "completed",
    },
    "floorplanning": {
        "ioPinCount": 22,
        "core-area_um2": 3630,
        "dieArea_um2": 6560,
        "num_rows": 22,
        "die_h_um": 81,
        "fp.dieW_um": 81,
        "fp_util_pct": 20.3,
    },
    "timing": {
        "hold_slack_ns": 0.641,
        "worst_pin_slew_ns": 0.511,
        "hold_viol": 0,
        "setup_ws_ns": 0.470,
        "fin_skew_ns": 0.00138,
        "setup_tns_ns": 0,
        "fin_crit_ns": 1.93,
        "grt_setup_unrepaired": "false",
        "finalSetupViolCount": 0,
        "slew_violations": 0,
        "max_freq_mhz": 518,
        "relSlewSlack_pct": 65.9,
        "finalCritPeriodShare_pct": 80.4,
    },
    "hold_path": {
        "min_path_type": "flop to flop",
    },
    "placed_design": {
        "place_inst": 146,
        "portBuffers": 18,
        "dp_slack_ns": 0.608,
        "gp_congestion": 0.896,
        "post-dp-hpwl_um": 1350,
    },
    "worst_setup_path": {
        "crit_path_end_kind": "output port",
        "path_cells": "clkdlybuf4s50_1",
        "crit_required_ns": 1.92,
        "cp.arrival_ns": 1.45,
        "crit_buf_inv": 1,
        "path_max_fanout": 17,
        "max_stage_delay_ns": 0.64,
        "slowest_stage": "dfxtp_1",
        "critPathKind": "flop to output port",
        "start_kind": "flop",
        "critPathTopFamily": "flip-flops",
    },
    "logic_synthesis": {
        "synth_cells": 90,
        "ys_cells": 90,
        "postSynthAreaPerCell_um2": 8.20,
        "ys.flops": 12,
        "synth_area_um2": 738,
        "ys_chip_area_um2": 738,
        "largest_area_cell": "dfxtp_1",
        "area_leaders": "dfxtp_1 (33%), ha_1 (12%), a21oi_1 (6.8%), buf_4 (6.1%), and2_1 (3.4%)",
        "yosysWarningCount": 2,
        "ys_seq_share_pct": 32.5,
        "top_cell_area_share_pct": 32.5,
        "ys_types": 31,
    },
    "finish": {
        "final_cell_mix": "clkdlybuf4s50_1 (18), dfxtp_1 (12), a21oi_1 (10), ha_1 (7), nor2_1 (6)",
        "drive_gt1_share_pct": 4.90,
        "area_growth_pct": 31.4,
        "lay_top_count": "clkdlybuf4s50_1",
        "stdcell_count": 150,
    },
    "global_routing": {
        "grt_pass1_vias": 626,
        "globalRouteMet1Util_pct": 7.09,
        "antenna_found_initial": 0,
        "grtUsageMet3_pct": 0.891,
        "grt_overflow": 0,
        "grt-busiest-layer": "met2",
        "grt_util_met2_pct": 7.80,
        "grt_max_degree": 18,
        "globalRouteTotalUtil_pct": 5.11,
        "grt_pass1_wl_um": 2870,
    },
    "job": {
        "tool_warnings": 30,
        "timing.max_cap.violations": 0,
    },
    "drt": {
        "drc": 0,
        "via_per_inst": 4.36,
        "routed_wl_um": 1760,
        "vias": 654,
        "first_iter_violations": 60,
        "routedWlPerCell_um": 11.7,
        "drtAntennaViolNets": 0,
        "firstDrtPassIters": 4,
        "diodes": 0,
    },
    "power_and_ir_drop": {
        "irDropWorstVdd_mv": 0.162,
        "power_density_nw_per_um2": 644,
        "leakagePower_nw": 0.363,
    },
    "clock_tree": {
        "cts_tree": "yes",
        "clkTransAtPathRegs_ns": 0.05,
        "ctsResizeCount": 0,
        "clockRootBuffer": "clkbuf_8",
        "cts_buffers": 3,
        "post-cts-setup-buffers": 0,
        "cts.htree.levels": 1,
        "clk_latency_ns": 0.24,
        "cts_buffer_depth": 2,
        "hold_buffers": 0,
        "clock-sinks": 12,
    },
}
## metal layers
metal,part of all wire (%),wire length (um),vias to the layer above
met1,47,826,296
li1,-,-,332
met4,2.0,35,0
met2,43,764,24
met5,0,0,-
met3,7.5,132,2
## power by group
part	total [W]	switching, W	internal, W
Clock	0.000219	0.0000743	0.000145
Combinational	0.000157	0.0000695	0.0000872
Sequential	0.000248	0.0000270	0.000221
## logic make-up after synthesis
logic type                 count (synthesis)  synth area share [%]
AOI/OAI and AO/OA                         29                  25.6
and+or+nand+nor                           23                  16.1
buffers and inverters                     16                  11.7
DFF                                       12                  32.5
adders and majority gates                  7                  11.9
other                                      2                  1.02
xor gates and xnor gates                   1                  1.19
## path summary, 6_finish.rpt
check                           cells past startpoint                         from                     endpoint  slack [ns]
worst max-delay path                                1  counter.out[3]$_SDFFE_PP0P_              counterValue[3]        0.47
worst min-delay path                                2  counter.out[0]$_SDFFE_PP0P_           out2[4]$_SDFF_PP0_        0.64
worst max register to register                      6  counter.out[0]$_SDFFE_PP0P_  counter.out[0]$_SDFFE_PP0P_        0.58
worst min register to register                      2  counter.out[0]$_SDFFE_PP0P_           out2[4]$_SDFF_PP0_        0.64
## Yosys cell counts
cell type,n
a31oi_1,3
nand3_1,3
dfxtp_1,12
inv_1,5
a311oi_1,1
a311o_1,1
conb_1,2
or4b_1,1
xor2_1,1
ha_1,7
and2_1,4
a221oi_1,1
nor3_1,2
o21a_1,1
a211oi_1,2
nand2b_1,2
a22oi_1,1
or3_1,1
nor2_1,6
a21oi_1,10
o211ai_1,1
nand2_1,3
o21ai_0,4
clkbuf_1,2
a2111oi_0,1
o21bai_1,1
buf_4,6
a32oi_1,1
nor2b_1,1
a21bo_2,1
buf_2,3
## registers in the layout, indices dropped and copies added (netlist names)
signal / count
out1: 1
out2: 7
counter.out: 4
## metrics by stage
stage          power [W]  utilization (%)  instance area [um^2]
2_1_floorplan   0.000340                -                   742
3_3_place_gp    0.000409             25.2                   915
3_5_place_dp    0.000411             25.2                   915
4_1_cts         0.000630             26.7                   970
5_1_grt         0.000668             26.7                   970
6_report        0.000624             26.7                   970
## area by class of cell
class,instances,area (um^2)
Tap cell,48,60.1
Clock buffer,4,55.1
Fill cell,394,2660
Sequential cell,12,240
Inverter,5,18.8
Timing Repair Buffer,18,180
Multi-Input combinational cell,63,415
Power and IR drop assume default switching activity.
