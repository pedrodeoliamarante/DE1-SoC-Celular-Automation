**/design/flow/run.sh**
```bash
#!/bin/bash
# OpenROAD 26Q1-2900-gdf79404cd8, Yosys 0.63+post, stock flow scripts
make -C /OpenROAD-flow-scripts/flow DESIGN_CONFIG=/design/flow/config.mk WORK_HOME=/design/flow/orfs finish
```
**/design/flow/config.mk**
```make
export PLATFORM = sky130hd
export DESIGN_NAME = bigSync
export DESIGN_NICKNAME = bigSync
export VERILOG_FILES = /design/flow/design.v
export SDC_FILE = /design/flow/constraint.sdc
export NUM_CORES = 4
export LEC_CHECK = 1
export CORE_AREA = 10 10 258 258
export DIE_AREA = 0 0 268 268
```
**/design/flow/constraint.sdc**
```tcl
current_design bigSync

set clk_period 1.0
set clk_io_pct 0.2

create_clock -name clk0 -period $clk_period [get_ports {clk}]

set non_clock_inputs [all_inputs -no_clocks]
set_input_delay [expr $clk_period * $clk_io_pct] -clock clk0 $non_clock_inputs
set_output_delay [expr $clk_period * $clk_io_pct] -clock clk0 [all_outputs]
```
**/design/flow/design.v**
```verilog
module bigSync(
  input logic clk,
  input logic [15:0][15:0] KEY,
  output logic [15:0][15:0] sync_KEY_out
);
	logic [15:0][15:0] sync_KEY;
  always_ff @(posedge clk) begin
   sync_KEY <= KEY;
	sync_KEY_out <= sync_KEY;
  end
endmodule  
```
==> flow_metrics.py <==
# Auto-generated metrics
metrics = {
    "status": {
        "status": "finished with violations",
        "violations": "negative setup slack",
    },
    "timing": {
        "final.setup.worst_slack_ns": -0.242,
        "setup_viol": 256,
        "setup-tns-final_ns": -43.65,
        "min_period_ns": 1.24,
        "worst_slew_margin_rel_pct": 84.5,
        "finalClockSkew_ns": 0.0148,
        "final_hold_viol_count": 0,
        "slew_viol_final": 0,
        "worst_slew_pin_slew_ns": 0.232,
        "max_freq_mhz": 805,
        "hold_ws_ns": 0.0692,
        "finalCritPeriodShare_pct": 124,
        "rsz0062_at_grt": "true",
    },
    "synth": {
        "top_cell_area_share_pct": 100,
        "avgSynthCellArea_um2": 20.0,
        "common_cells": "dfxtp_1 (512)",
        "ys.flops": 512,
        "async_flop_share_pct": 0,
        "yosysCellCount": 512,
        "yosys_area_um2": 10200,
        "synthDistinctLibCells": 1,
        "netlist_area_um2": 10200,
        "synthCells": 512,
        "ys_seq_share_pct": 100,
        "topCellsByArea": "dfxtp_1 (100%)",
        "top_area_cell": "dfxtp_1",
        "synthFlopType": "dfxtp_1",
        "edf_count": 0,
        "synth_top_cell_by_count": "dfxtp_1",
        "yosys_warnings": 1,
    },
    "hold_path": {
        "min_from": "KEY[82]",
        "hold_path.class": "in2reg",
    },
    "critical_path": {
        "crit_start": "sync_KEY_out[101]",
        "r2r-start": "sync_KEY[105]",
        "crit_family": "flip-flops",
        "critPathLaunchType": "register",
        "crit_buf_inv": 1,
        "critical_path.endpoint_type": "primary output",
        "worstPathCellList": "buf_6",
        "criticalPathCategory": "reg2out",
        "worstPathRequired_ns": 0.80,
        "cp_slowest_cell": "dfxtp_4",
        "cpPeakStageDelay_ns": 0.36,
        "path_max_fanout": 1,
        "worstPathArrival_ns": 1.04,
    },
    "pwr": {
        "p_int_mw": 34.2,
        "clkPwrFrac_pct": 44.9,
        "leakagePower_nw": 7.19,
        "vdd_drop_max_uv": 1260,
        "switching_power_mw": 8.22,
        "seqPwrFrac_pct": 51.4,
        "switching_share_pct": 19.4,
        "p_comb_share_pct": 3.7,
        "power_density_nw_per_um2": 2490,
    },
    "global_route": {
        "grt_max_degree": 16,
        "antenna_found_initial": 11,
        "grt_usage_pct": 8.17,
        "grt_pass1_wl_mm": 42.2,
        "overflow": 0,
        "grt_pass1_vias": 6053,
    },
    "place": {
        "dp_hpwl_mm": 23.4,
        "gp_congestion": 0.803,
        "io_buffers": 512,
    },
    "cells_and_area": {
        "logic_gates": 0,
        "logic_area_um2": 0,
        "syn_to_final_growth_pct": 66.0,
        "utilization_pct": 28.1,
        "drive_above_1_share_pct": 37.3,
    },
    "clocking": {
        "numCtsBuffers": 51,
        "clock_sinks": 512,
        "max-clock-path-buffers": 3,
        "cts_root_buf": "clkbuf_16",
        "h-tree-depth": 2,
        "clk_latency_ns": 0.57,
        "cts_tree": "done",
        "clk_pin_slew_ns": 0.06,
    },
    "routing": {
        "wirelength_mm": 30.6,
        "dr.pass1.iters": 4,
        "wl_per_cell_um": 16.2,
        "viasPerCell": 2.99,
        "vias": 5669,
        "drc_errors": 0,
        "ant_nets": 0,
        "num_antenna_cells": 0,
        "drt_iter0_drc": 175,
    },
    "floorplan": {
        "io_pins": 513,
        "core_area_um2": 60600,
        "placementRows": 90,
        "die_width_um": 268,
        "die_y_um": 268,
        "fp_util_pct": 16.9,
        "fp.dieArea_um2": 71800,
    },
    "job": {
        "warnings": 27,
        "cap_viol_max_count": 0,
    },
}
repair_timing:
item                                    4_1_cts  5_1_grt
hold buffers                                  0        0
gates resized                               935       35
buffers inserted                              0        0
endpoints found under the setup margin      256      256
through the flow:
step	total power [mW]	worst slack, ns	cell area [um2]	instances
detailed placement	24.3	-0.119	16400	1806
CTS	43.2	-0.311	16900	1896
global route	44.2	-0.310	17000	1896
floorplan	22.0	0.538	10200	512
finish	42.4	-0.242	17000	1896
global placement	24.3	-0.121	16400	1806
logic make-up (layout without fill, tap and decap cells):
| group | count (synthesis) | after routing | synth area share, % |
|---|---|---|---|
| flip-flops | 512 | 512 | 100 |
| buffers and inverters | 0 | 602 | 0 |
per-layer routing:
layer | share of wire [%] | wire length, um | track usage, % | vias up
met2 | 47 | 14400 | 13.3 | 338
met4 | 2.9 | 885 | 2.23 | 14
met1 | 36 | 10900 | 8.84 | 2533
met3 | 14 | 4340 | 4.93 | 69
li1 | - | - | - | 2715
met5 | 0.25 | 77 | 0 | -
final timing paths:
kind,to,slack (ns),cells after the start
setup / recovery,sync_KEY_out[101],-0.24,1
hold / removal,sync_KEY[82],0.07,1
setup reg to reg,sync_KEY_out[105],0.44,0
hold reg to reg,sync_KEY_out[240],0.32,0
power groups by stage:
stage | logic (mW) | clock network, mW | registers [mW]
4_1_cts | 1.59 | 19.8 | 21.8
5_1_grt | 1.70 | 20.6 | 21.9
6_report | 1.57 | 19.1 | 21.8
registers in the layout, summed over array words and instances, names as in the netlist:
name	cells
sync_KEY_out	256
sync_KEY	256
layout by cell type, fill, tap and decap left out:
master and n:
dfxtp_2 81, inv_6 1, dfxtp_4 2, buf_2 235, clkinvlp_4 4, clkinv_2 4
clkdlybuf4s50_1 256, bufinv_16 5, clkinv_4 4, clkbuf_16 53, buf_6 21, clkbuf_8 6
dfxtp_1 429, clkbuf_1 13
cell type report:
cell class	instances	area, um2
Clock buffer	72	1460
Fill cell	6119	43600
Timing Repair Buffer	512	3980
Tap cell	782	978
Sequential cell	512	10400
Clock inverter	18	244
Power figures rest on the tool's default switching activity, not on a simulated workload.
