==> /design/flow/config.mk <==
export PLATFORM = sky130hd
export DESIGN_NAME = cellSelector
export DESIGN_NICKNAME = cellSelector
export VERILOG_FILES = /design/flow/design.v
export SDC_FILE = /design/flow/constraint.sdc
export NUM_CORES = 4
export LEC_CHECK = 1
export CORE_UTILIZATION = 30
==> /design/flow/constraint.sdc <==
current_design cellSelector

set clk_period 14.9
set clk_io_pct 0.2

create_clock -name clk0 -period $clk_period [get_ports {clk}]

set non_clock_inputs [all_inputs -no_clocks]
set_input_delay [expr $clk_period * $clk_io_pct] -clock clk0 $non_clock_inputs
set_output_delay [expr $clk_period * $clk_io_pct] -clock clk0 [all_outputs]
==> /design/flow/design.v <==
module cellSelector(
  input clk,
  input logic [3:0] counterValue1,
  input logic [3:0] counterValue2,
  input logic reset,
  input logic KEY,
  input logic [15:0][15:0] prevGame,
  output logic [15:0][15:0] userInput
);
integer decimalValue1;
integer decimalValue2;
logic debug;
always_comb begin
  decimalValue1 = $unsigned(counterValue1);
  decimalValue2 = $unsigned(counterValue2);
  if (KEY) debug= ~(userInput[decimalValue1][decimalValue2]);
  else debug = userInput[decimalValue1][decimalValue2];
end
always_ff @(posedge clk) begin
    if (reset) begin
      userInput <= prevGame;
		end
    else if (!reset)
      userInput[decimalValue1][decimalValue2] <= debug;
  end
endmodule
==> /design/flow/run.sh <==
#!/bin/bash
# OpenROAD 26Q1-2900-gdf79404cd8, Yosys 0.63+post, stock flow scripts
make -C /OpenROAD-flow-scripts/flow DESIGN_CONFIG=/design/flow/config.mk WORK_HOME=/design/flow/orfs finish
==> results.toml <==
# physical design summary
[outcome]
status = "finished clean"

[final_timing]
worstMarginPinSlew_ns = 1.459
tns_ns = 0
fmax_mhz = 140.7
slew_headroom_pct = 1.962
hold_viol_final = 0
slew_viol_final = 0
period_needed_ns = 7.107
min_period_over_period_pct = 47.70
finalSetupViolations = 0
rsz0062_at_grt = "no"
skew_ns = 0.008871

[critical_path]
worstSetupPathType = "in -> reg"
cp.arrival_ns = 7.53
r2r_slack_ns = 10.89
start_kind = "primary input"
rr_startpoint = "userInput[210]$_DFF_P_"
end_kind = "flip-flop"
reg2reg_depth = 9
r2r_end = "userInput[28]$_DFF_P_"
cp_max_fo = 67
required_ns = 15.32

[placed_design]
gp_congestion = 1.016
dp.cells = 2760
place_area_um2 = 19950
io_buffers = 522
dp_hpwl_um = 57010

[synthesis]
top_cells_by_count = "256 x dfxtp_1, 251 x nand2_1, 160 x o21ai_0, 153 x a31oi_1, 142 x and2_1"
ys.flop_type = "dfxtp_1"
yosys_warnings = 1
synth-edff-count = 0
synth_flops = 256
most_common_cell = "dfxtp_1"
async_reset_ff_share_pct = 0
avgSynthCellArea_um2 = 8.231
netlist_top_cells_area = "dfxtp_1 36%, mux4_2 8.0%, a31oi_1 6.6%"
ys_chip_area_um2 = 14410
syn_inst = 1751
yosysTopAreaCell = "dfxtp_1"
top_cell_area_share_pct = 35.56
netlist-cell-type-count = 69
syn-cell-area_um2 = 14410
ys_cells = 1751
ys_seq_share_pct = 35.56

[cts]
cts_max_level = 1
postCtsResizedCells = 0
clock-root-buffer = "clkbuf_16"
cts_tree = "yes"
numCtsBuffers = 31
cts_sinks = 256
post-cts-setup-buffer-count = 0
cts_buffer_depth = 3
cts-hold-fix-buffers = 0
clkLatencyLatePin_ns = 0.58
clk_pin_slew_worst_paths_ns = 0.06

[drt]
viasPerCell = 5.720
wire_per_inst_um = 27.52
drt_pass1_iterations = 7
drt-total-wl_um = 77660
drtIter0Drc = 1382
vias = 16140
drc_errors = 0
antenna_left = 0

[layout]
largest_reg_flops = 256
largestRegisters = "userInput: 256 flops"
nFillCells = 4486
final_design_area_no_fill_um2 = 20980
drive_above_1_share_pct = 9.964
stdcell_count = 2822
regMostFlops = "userInput"
area_delta_synth_final_pct = 45.55
post-route-util_pct = 44.68

[worst_hold_path]
hold_depth = 2
hp-start = "userInput[182]$_DFF_P_"
min_path_type = "reg -> reg"
holdPathEnd = "userInput[182]$_DFF_P_"

[die]
fp.coreArea_um2 = 46950
fp-row-count = 79
ios = 523
initial_utilization_pct = 30.70
die_area_um2 = 48920
die_x_um = 221.2
fp.dieH_um = 221.2

[power]
power_leakage_nw = 7.541
vdd_drop_max_mv = 0.06579
powerDensity_nw_per_um2 = 100.8
total_power_mw = 2.114

[global_routing]
overflow = 0
use_met2_pct = 50.02
antenna_found_initial = 17
grt-busiest-layer = "met2"
use_met1_pct = 41.99
grt_use_total_pct = 31.68
grt_max_degree = 174
grt_first_pass_wirelength_um = 110000
use_met3_pct = 8.955
grt_pass1_vias = 15660

[job]
warnings = 31
drv_cap = 0
## area by class of cell
type	instances	area, um^2	share of cell area [%]
flip-flops and latches	256	5125	24.43
repair buffers	555	5480	26.12
well taps	607	759.5	3.620
diodes	7	17.52	0.08350
clock buffers	48	949.7	4.527
inverters	10	45.04	0.2147
multi-input cells	1332	8538	40.70
clock inverters	7	62.56	0.2982
## where the power goes
part / internal [mW] / switching (mW)
registers: 0.752 / 0.0769
logic: 0.282 / 0.236
clock network: 0.450 / 0.316
total: 1.48 / 0.629
## cell families (layout without fill, tap and decap cells)
family,count (synthesis),in the layout,share of synthesized area (%)
XOR/XNOR,3,3,0.1823
AND-OR/OR-AND,566,566,25.36
multiplexers,92,92,10.84
adder cells (fa/ha/maj),2,2,0.1736
buffers and inverters,163,620,5.513
flip-flops,256,256,35.56
other,0,7,0
AND/OR/NAND/NOR,669,669,22.37
## critical path, cell delays in order
cell and delay (ns):
buf_2 0.28, buf_4 0.58, nor2b_1 0.66, a22oi_1 0.15, a31oi_1 0.32, nor4b_1 0.48, a22oi_2 0.14, xnor2_1 0.43
o22a_4 0.50, buf_4 0.70, o21ai_0 0.22
## worst max-delay path by stage
| stage | start | end | slack (ns) | cells past startpoint |
|---|---|---|---|---|
| CTS | counterValue2[0] | userInput[47]$_DFF_P_ | 7.84 | 11 |
| global route | counterValue2[0] | userInput[166]$_DFF_P_ | 7.62 | 11 |
| finish | counterValue2[2] | userInput[28]$_DFF_P_ | 7.79 | 11 |
## per-layer routing
layer / vias to the layer above / share of wire (%)
met5: - / 0.13
met4: 14 / 4.2
met3: 194 / 9.2
met2: 966 / 46
met1: 7677 / 40
li1: 7292 / -
## placed cells by master (no fill, tap or decap), types with 3 or more instances in the layout
master	instances
a31oi_1	153
o311a_1	9
o211ai_2	9
a21o_1	21
clkinv_2	5
a21oi_1	64
inv_1	7
xnor2_1	3
nor2_1	130
mux2i_1	38
nand2b_1	4
o22ai_1	44
clkdlybuf4s50_1	518
nand3_1	24
o31ai_1	9
clkbuf_1	6
a221o_1	22
nor3b_1	22
or2_2	44
nor2b_1	6
a211o_1	7
o31ai_2	11
and2_1	140
mux2_2	3
and3_1	4
diode_2	7
a22oi_1	14
nor3_1	20
nor4_1	4
o21ai_1	12
dfxtp_1	256
o21ai_0	160
clkbuf_8	12
mux4_2	51
buf_4	32
o211a_1	9
nand2_1	251
clkbuf_16	31
## stage by stage
stage / setup slack (ns) / hold slack (ns)
CTS: 7.843 / 0.5000
global placement: 7.299 / 0.4776
global route: 7.615 / 0.5326
detailed placement: 7.282 / 0.4856
floorplan: 8.993 / 0.4370
finish: 7.793 / 0.5024
Power is estimated from default activity; no workload was simulated.
